==> design/flow/design.v <==
module LIT
#(
parameter LIT_IN = 9,
parameter LIT_OUT = 16
)
(
input [LIT_IN - 1 : 0] LIT_in,
input clk,
input rst,
output reg [LIT_OUT - 1: 0] LIT_out
);
parameter const0_6     = 9'b0_10011001;
parameter const0_64444 = 9'b0_10100100;
parameter const0_68889 = 9'b0_10110000;
parameter const0_73333 = 9'b0_10111011;
parameter const0_77778 = 9'b0_11000111;
parameter const0_82222 = 9'b0_11010010;
parameter const0_86667 = 9'b0_11011101;
parameter const0_91111 = 9'b0_11101001;
parameter const0_95556 = 9'b0_11110100;
parameter const1       = 9'b1_00000000;
parameter const0_36     = 19'b000_0101110000101000;
parameter const0_180625 = 19'b000_0010111000111101;
parameter const0_520625 = 19'b000_1000010101000111;
parameter const0_284375 = 19'b000_0100100011001100;
parameter const0_75375  = 19'b000_1100000011110101;
parameter const0_957    = 19'b000_1111010011111101;
parameter const0_445    = 19'b000_0111000111101011;
parameter const1_09125  = 19'b001_0001011101011100;
parameter const0_6925   = 19'b000_1011000101000111;
parameter const1_57875  = 19'b001_1001010000101000;
parameter const1_0725   = 19'b001_0001001010001111;
parameter const2_285625 = 19'b010_0100100100011110;
parameter const1_65375  = 19'b001_1010011101011100;
parameter const3_3075   = 19'b011_0100111010111000;
parameter const2_540625 = 19'b010_1000101001100110;
parameter const4_786875 = 19'b100_1100100101110000;
parameter const3_89     = 19'b011_1110001111010111;
parameter const6_94     = 19'b110_1111000010100011;
parameter const5_949375 = 19'b101_1111001100001010;
reg [18:0] mult_r;
reg [18:0] sub_r;
wire [16:0] before_sft;
wire [16:0] after_sft;
wire [15:0] after_sft_16b;
wire [27:0] mult_28b;
wire [18:0] mult_19b;
wire [18:0] sub_result;
wire [15:0] sub_result_16b;
assign before_sft = {LIT_in,{8{1'd0}}};
assign after_sft = (before_sft >> 4);
assign after_sft_16b = after_sft[15:0];
assign mult_28b = LIT_in * mult_r;
assign mult_19b = mult_28b[26:8];
assign sub_result = mult_19b - sub_r;
assign sub_result_16b = sub_result[15:0];
always@(*)begin
    if(LIT_in < const0_64444)begin
        mult_r = const0_36;
        sub_r = const0_180625;
    end
    else if(LIT_in < const0_68889)begin
        mult_r = const0_520625;
        sub_r = const0_284375;
    end
    else if(LIT_in < const0_73333)begin
        mult_r = const0_75375;
        sub_r = const0_445;
    end
    else if(LIT_in < const0_77778)begin
        mult_r = const1_09125;
        sub_r = const0_6925;
    end
    else if(LIT_in < const0_82222)begin
        mult_r = const1_57875;
        sub_r = const1_0725;
    end
    else if(LIT_in < const0_86667)begin
        mult_r = const2_285625;
        sub_r = const1_65375;
    end
    else if(LIT_in < const0_91111)begin
        mult_r = const3_3075;
        sub_r = const2_540625;
    end
    else if(LIT_in < const0_95556)begin
        mult_r = const4_786875;
        sub_r = const3_89;
    end
    else begin
        mult_r = const6_94;
        sub_r = const5_949375;
    end
end
always@(posedge clk or posedge rst)begin
    if(rst) LIT_out <= 'd0;
    else LIT_out <= (LIT_in < const0_6)? after_sft_16b : sub_result_16b;
end
endmodule
==> design/flow/run.sh <==
#!/bin/bash
# OpenROAD 26Q1-2900-gdf79404cd8, Yosys 0.63+post, stock flow scripts
make -C /OpenROAD-flow-scripts/flow DESIGN_CONFIG=/design/flow/config.mk WORK_HOME=/design/flow/orfs finish
==> design/flow/config.mk <==
export PLATFORM = sky130hd
export DESIGN_NAME = LIT
export DESIGN_NICKNAME = LIT
export VERILOG_FILES = /design/flow/design.v
export SDC_FILE = /design/flow/constraint.sdc
export NUM_CORES = 4
export LEC_CHECK = 1
export CORE_UTILIZATION = 30
==> design/flow/constraint.sdc <==
current_design LIT

set clk_period 1.0
set clk_io_pct 0.2

create_clock -name clk0 -period $clk_period [get_ports {clk}]

set non_clock_inputs [all_inputs -no_clocks]
set_input_delay [expr $clk_period * $clk_io_pct] -clock clk0 $non_clock_inputs
set_output_delay [expr $clk_period * $clk_io_pct] -clock clk0 [all_outputs]
==> impl_metrics.csv <==
group,metric,value,unit
status,outcome,"finished with violations",
status,violations,"negative setup slack",
worst_setup_path,slowest_stage,"ha_2",
timing,hold_viol,0,
placed_design,hpwl,14700,µm
clock_network,clk_pin_slew_worst_paths,40,ps
logic_synthesis,yosysWarnings,1,
timing,min_period,6550,ps
clock_network,root_buffer,"clkbuf_16",
detailed_routing,ant_nets,0,
cells_and_area,drive_gt1_share,39.9,%
clock_network,h-tree-depth,1,
run,tool_warnings,28,
cells_and_area,area_delta_synth_final,50.5,%
clock_network,cts_sinks,16,
grt,grt_pass1_vias,6387,
logic_synthesis,ys_seq_share,6.35,%
logic_synthesis,synth_cells,765,
detailed_routing,insertedDiodeCount,0,
die,die_w,147,µm
worst_setup_path,worstPathArrival,6730,ps
placed_design,portBuffers,26,
grt,grt_pass1_wl,31000,µm
timing,fin_ws,-5550,ps
worst_setup_path,crit_type,"in -> reg",
timing,rsz0062_at_grt,"yes",
detailed_routing,vias_per_cell,4.66,
die,rows,52,
clock_network,holdBufCountCts,0,
logic_synthesis,yosys_area,6310,µm²
cells_and_area,largestRegisters,"LIT_out x16",
logic_synthesis,edf_count,0,
cells_and_area,lay_top_count,"buf_4",
logic_synthesis,ys_seq_elements,16,
timing,setup_violations,16,
die,ios,27,
clock_network,cts_tree,"done",
cells_and_area,fillCellCount,1938,
clock_network,cts_inserted_buffers,3,
grt,grtUsageTotal,18.7,%
die,die_h,147,µm
die,fp_util,30.9,%
detailed_routing,vias,5980,
cells_and_area,max_flop_register,"LIT_out",
cells_and_area,final_cell_mix,"buf_4 (231), inv_1 (129), fa_1 (113), nand2_1 (80), and2_1 (68)",
timing,finalCritPeriodShare,655,%
worst_setup_path,required,1180,ps
detailed_routing,drt-total-wl,18500,µm
cells_and_area,largest_register_ffs,16,
worst_setup_path,slowest_delay,290,ps
logic_synthesis,synth.avg_cell_area,8.25,µm²
worst_setup_path,critPathMostFrequentCell,"buf_4",
worst_setup_path,crit_path_start_kind,"primary input",
placed_design,pre_cts_ws,-6420,ps
run,maxCapViolations,0,
timing,slew_violations,0,
logic_synthesis,synthArstFlopShare,100,%
placed_design,gp_congestion,0.970,
detailed_routing,first_pass_iters,4,
timing,fmax,153,MHz
detailed_routing,drc,0,
timing,relSlewSlack,63.7,%
grt,antenna_found_initial,0,
logic_synthesis,synth.distinct_cells,66,
detailed_routing,drtIter0Drc,261,
detailed_routing,wire_per_inst,14.4,µm
grt,grt_max_degree,21,
grt,overflow,0,
clock_network,clock_path_buffers,2,
timing,tightest_slew,538,ps
worst_setup_path,endpoint_kind,"flip-flop",
logic_synthesis,netlist_area,6310,µm²
logic_synthesis,yosys_cells,765,
worst_setup_path,critPathMaxFanout,6,
logic_synthesis,ys.flop_type,"dfrtp_1",
die,core,20400,µm²
hold_path,min_path_type,"in -> async",
die,die-area,21600,µm²
## layer usage
metal  up-vias  global-route usage [%]  share of wire, %
met1      2955                    26.0                45
met4         0                    3.97               2.4
li1       2867                       -                 -
met3        22                    3.71               4.8
met5         -                       0                 0
met2       136                    31.0                48
## cell usage after synthesis, drive strengths merged (2+ instances only)
| cell | instances | share of area (%) |
|---|---|---|
| inv | 142 | 8.4 |
| fa | 115 | 36 |
| nand2 | 98 | 5.9 |
| and2 | 74 | 7.3 |
| nor2 | 52 | 3.1 |
| ha | 46 | 9.1 |
| a21oi | 31 | 2.6 |
| clkbuf | 27 | 1.6 |
| o21ai | 27 | 2.1 |
| xnor2 | 17 | 2.4 |
| dfrtp | 16 | 6.3 |
| nor3 | 11 | 0.87 |
| buf | 10 | 1.0 |
| nor2b | 9 | 0.89 |
| o21a | 9 | 1.1 |
| xor2 | 9 | 1.2 |
| a31oi | 5 | 0.50 |
| nand3 | 5 | 0.40 |
| or2 | 5 | 0.50 |
| o211ai | 4 | 0.56 |
| a21o | 3 | 0.36 |
| and3 | 3 | 0.30 |
| nand2b | 3 | 0.30 |
| nand4b | 3 | 0.42 |
| o2111ai | 3 | 0.52 |
| a211o | 2 | 0.28 |
| a211oi | 2 | 0.24 |
| a311o | 2 | 0.34 |
| a311oi | 2 | 0.56 |
| a31o | 2 | 0.28 |
| nand4 | 2 | 0.30 |
| o221ai | 2 | 0.38 |
| o311ai | 2 | 0.40 |
| o31a | 2 | 0.28 |
| o31ai | 2 | 0.24 |
| or3 | 2 | 0.20 |
## per-stage QoR
stage / instance area (µm²) / setup TNS [ps] / utilization, % / instances / hold WS [ps]
2_1_floorplan: 6520 / -76640 / - / 772 / 114
3_3_place_gp: 8310 / -93760 / 40.7 / 1212 / 520
3_5_place_dp: 8310 / -93230 / 40.7 / 1212 / 528
4_1_cts: 9160 / -80380 / 44.8 / 1275 / 282
5_1_grt: 9500 / -83820 / 46.5 / 1283 / 299
6_report: 9500 / -79780 / 46.5 / 1283 / 278
## critical path, delay by kind of cell
kind | cells | cell delay, ps
adder cells (fa/ha/maj) | 1 | 290
XOR/XNOR | 1 | 200
AND/OR/NAND/NOR | 5 | 610
buffers and inverters | 35 | 4220
AND-OR/OR-AND | 8 | 1210
## worst paths after layout
| kind | startpoint | end | slack [ps] | cells after the start |
|---|---|---|---|---|
| max in group asynchronous | rst | LIT_out[1] | 600 | 3 |
| min in group clk0 | LIT_in[5] | LIT_out[9] | 370 | 4 |
| setup / recovery | LIT_in[8] | LIT_out[15] | -5550 | 50 |
| hold / removal | rst | LIT_out[12] | 280 | 3 |
## area by class of cell
cell class,instances,area [µm²],area share [%]
multi-input combinational,577,5960,62.7
tap,270,338,3.56
clock buffer,3,75.1,0.790
inverter,142,536,5.64
sequential,16,400,4.21
timing repair buffer,275,2190,23.1
## what timing repair did
action,4_1_cts,5_1_grt
pin swaps,65,76
gates resized,151,85
endpoints found under the setup margin,32,20
buffers inserted,67,15
## cell families (layout without fill, tap and decap cells)
group / count (synthesis) / count (layout) / share of synthesized area (%)
AND-OR/OR-AND: 110 / 110 / 12.1
XOR/XNOR: 26 / 26 / 3.61
adder cells (fa/ha/maj): 161 / 161 / 45.6
buffers and inverters: 179 / 420 / 11.1
flip-flops: 16 / 16 / 6.35
other: 1 / 8 / 0.0594
AND/OR/NAND/NOR: 272 / 272 / 21.2
